`flow/design.v`:
```
localparam  FPGA_FREQ   = 12_000_000,
            MCLK_FREQ   =  1_000_000,
            SMCLK_FREQ  =  1_000_000,
            ACLK_FREQ   =     32_768;
localparam  ACLK_DOWNCOUNT = FPGA_FREQ/ACLK_FREQ/2,
            MCLK_DOWNCOUNT = FPGA_FREQ/MCLK_FREQ/2;
parameter   RRC     = 16'h1000, 
            RRCB    = 16'h1040,
            SWPB    = 16'h1080,
            RRA     = 16'h1100,
            RRAB    = 16'h1140,
            SXT     = 16'h1180,
            PUSH    = 16'h1200,
            PUSHB   = 16'h1240,
            CALL    = 16'h1280,
            RETI    = 16'h1300,
            JNE     = 16'h2000,
            JNZ     = 16'h2000,
            JEQ     = 16'h2400,
            JZ      = 16'h2400,
            JNC     = 16'h2800,
            JC      = 16'h2C00,
            JN      = 16'h3000,
            JGE     = 16'h3400,
            JL      = 16'h3800,
            JMP     = 16'h3C00,
            MOV     = 16'h4000,
            MOVB    = 16'h4040,
            ADD     = 16'h5000,
            ADDB    = 16'h5040,
            ADDC    = 16'h6000,
            ADDCB   = 16'h6040,
            SUBC    = 16'h7000,
            SUBCB   = 16'h7040,
            SUB     = 16'h8000,
            SUBB    = 16'h8040,
            CMP     = 16'h9000,
            CMPB    = 16'h9040,
            DADD    = 16'hA000,
            DADDB   = 16'hA040,
            BIT     = 16'hB000,
            BITB    = 16'hB040,
            BIC     = 16'hC000,
            BICB    = 16'hC040,
            BIS     = 16'hD000,
            BISB    = 16'hD040,
            XOR     = 16'hE000,
            XORB    = 16'hE040,
            AND     = 16'hF000,
            ANDB    = 16'hF040;
parameter   MO_NOP              = 2'b00,
            MO_NextInstruction  = 2'b01,
            MO_Offset           = 2'b10,
            MO_SPPreDec         = 2'b11;
parameter PC  = 4'd0,
          SP  = 4'd1,
          SR  = 4'd2,
          CG1 = 4'd2,
          CG2 = 4'd3,
          R0  = 4'd0,
          R1  = 4'd1,
          R2  = 4'd2,
          R3  = 4'd3,
          R4  = 4'd4,
          R5  = 4'd5,
          R6  = 4'd6,
          R7  = 4'd7,
          R8  = 4'd8,
          R9  = 4'd9,
          R10 = 4'd10,
          R11 = 4'd11,
          R12 = 4'd12,
          R13 = 4'd13,
          R14 = 4'd14,
          R15 = 4'd15;
parameter BITC  = 0,
          BITZ  = 1,
          BITN  = 2,
          GIE   = 3,
          BITV  = 8;
parameter REGISTER_MODE = 2'b0,
          INDEXED_MODE  = 2'b1,
          SYMBOLIC_MODE = 2'b1,
          ABSOLUTE_MODE = 2'b1,
          INDIRECT_MODE = 2'b10,
          INDIRECT_AUTOINCREMENT_MODE = 2'b11,
          IMMEDIATE_MODE = 2'b11;
`timescale 100ns/100ns
module OperandFetch(
    input clk, rst,
    input [15:0] Rsrc, Rdst, MDB, 
    input srcM, srcL, dstM, dstL,
    input [1:0] AddrM,
    input AddrL, IdxM,
    output [15:0] OpSrc, OpDst, MAB
 );
    reg [15:0] src, dst, Addr;
    initial begin {src, dst, Addr} = 0; end
    assign OpSrc = srcM ? src : Rsrc;
    assign OpDst = dstM ? dst : Rdst;
    assign MAB   = (AddrM == 0) ? Addr :
                   (AddrM == 1) ? Rsrc - 2 :
                   (AddrM == 2) ? Rsrc : 
                   (AddrM == 3) ? Rdst : 16'hDEAD;
    always @(posedge clk) begin
        if (rst) begin
            {src, dst, Addr} = 0;
        end
        else begin
            if (srcL) begin
                src <= MDB;
            end
            if (dstL) begin
                dst <= dstM ? MDB : Rdst;
            end
            if (AddrL) begin
                Addr = (AddrM == 0 && IdxM == 0) ? MDB + Rsrc :
                       (AddrM == 0 && IdxM == 1) ? MDB + Rdst :
                       (AddrM == 3) ? Rdst :
                       Addr;  
            end
        end
    end
endmodule
```
`flow/run.sh`:
```
#!/bin/bash
# OpenROAD 26Q1-2900-gdf79404cd8, Yosys 0.63+post, stock flow scripts
make -C /OpenROAD-flow-scripts/flow DESIGN_CONFIG=/design/flow/config.mk WORK_HOME=/design/flow/orfs finish
```
`flow/config.mk`:
```
export PLATFORM = sky130hd
export DESIGN_NAME = OperandFetch
export DESIGN_NICKNAME = OperandFetch
export VERILOG_FILES = /design/flow/design.v
export SDC_FILE = /design/flow/constraint.sdc
export NUM_CORES = 4
export LEC_CHECK = 1
export CORE_UTILIZATION = 50
```
`flow/constraint.sdc`:
```
current_design OperandFetch

set clk_period 8.5
set clk_io_pct 0.2

create_clock -name clk0 -period $clk_period [get_ports {clk}]

set non_clock_inputs [all_inputs -no_clocks]
set_input_delay [expr $clk_period * $clk_io_pct] -clock clk0 $non_clock_inputs
set_output_delay [expr $clk_period * $clk_io_pct] -clock clk0 [all_outputs]
```
==> run summary <==
run results: GRT Util Overall=between 20 and 30%, post-synth top area cell=dfxtp_1, R2R cell count=4, worst min-delay path category=flip-flop to flip-flop, fin crit period=approximately 6.2 ns, per-cell routed wire length=~18 um, Setup Viol. Count Final=0, Mapped Area=approximately 0.0046 mm2, Log Warnings=29, Post-Route WL=13600 um, vias in the first global route=slightly above 4000, fin. max-slew vios=0, simple share=around 16%, Post-DRT Antenna Nets=0, cell area after layout=about 0.0058 mm2, Post-synth seq share=a little over a fifth, Die Size=slightly below 0.01 mm2, RSZ-0062 raised after global routing=false, mux frac, synth=roughly 14%, Clock transition at path regs=roughly 0.1 ns, Critical Path Sink=MAB[13], Hold Path Depth=2, Leakage Power=about 2.4 nW, initial DRC count=roughly 230, # DRC=0, CTS Hold Buffers Added=0, Yosys Warn Count=1, RR Startpoint=Addr[15], post-CTS setup buffer count=0, dominant synthesized flop cell=dfxtp_1, Placed Instances=~770, CP Max Fanout=6, Synth Instances=586, period utilisation layout=around 73%, fp_density=52.4%, Slew headroom=a little under half, Port-buffer cells=between 100 and 150, clock sinks=approximately 48, CP Data Required Time=6.80 ns, clk latency late pin=roughly 0.31 ns, placeable core area=0.00881 mm2, most frequent cell after synthesis=a21oi_1, Root Buffer=clkbuf_8, CTS tree=done, cell count in the Yosys report=approximately 600, Max VDD drop=0.0000664 V, DR vias/cell=roughly 5.9, hold wc startpoint=Addr[3], Post-synth EDFFs=0, yosys xor share=4.75%, Power Dens Cells=120 mW/mm2, ao+oa area frac=29.0%, status=finished clean, DP Wirelength=~10000 um, Critical Setup Path Class=primary input to output port, Top cells by area=dfxtp_1, ha_1, mux2i_1, a21oi_1, mux2_2, total power=around 690 uW, CP Launch Point=Rsrc[1], Avg Cell Area, Syn=7.87 um2, CP endpoint kind=output port, Placed Area=between 0.005 and 0.006 mm2, Rows=34, total CTS buffers=5, Worst R2R End=Addr[15], Dominant combinational family=AND-OR/OR-AND gates, clk buf depth=2, yosys synthesis chip area=0.00461 mm2, slew of the pin with the lowest slew margin=~0.80 ns, final cell count without fillers=776, CP Launch Type=primary input, DR vias=around 4600, Async SR Flop Fraction=0%, Data arrival, critical path=about 4.5 ns, Die Y=~98 um, gpl congestion=1.01, Adder Area Share=about a tenth, distinct cell type count after synthesis=around 62, reg2reg setup slack=roughly 7.7 ns, Core Util, Final=65.8%, top cell type's share of synthesized area=20.8%, largest net degree at the start of global routing=approximately 47, n_diodes=0, Worst Clk Skew=0 ns, Final Hold Vio Count=0, first-pass GRT wire length=~22000 um, f_max=between 0.15 and 0.2 GHz, top cells by count=a21oi_1, nand2_1, nor2_1, htree depth=2, I/O pin total=106, layout cells sized above 1=just over 8%, post_cts resized=0, synthesis-to-finish area growth=25.7%, total congestion overflow=0, setup TNS=0 ns, max-cap violation count=0, Chip Width=just under 100 um, drt first pass iters=16, initial antenna violation count=0, Post-synth regs=about 48
metal layers:
metal	part of all wire [%]	wire length (um)	GRT usage, %
met5	0	0	0
met4	0.42	57	1.52
met3	7.7	1050	4.07
met2	42	5750	41.0
met1	50	6750	49.2
layout by cell type (no fill, tap or decap), drive strengths merged, types with 7 or more instances in the layout:
| cell | netlist | final |
|---|---|---|
| a21o | 20 | 20 |
| nand2 | 55 | 55 |
| a21oi | 57 | 57 |
| mux2 | 25 | 25 |
| nor3 | 7 | 7 |
| mux2i | 38 | 38 |
| inv | 22 | 22 |
| o211ai | 8 | 8 |
| buf | 5 | 7 |
| a211oi | 30 | 30 |
| xnor2 | 14 | 14 |
| o31ai | 7 | 7 |
| dfxtp | 48 | 48 |
| ha | 35 | 35 |
| o21ai | 31 | 31 |
| xor2 | 11 | 11 |
| a221oi | 9 | 9 |
| nor2 | 53 | 53 |
| clkdlybuf4s50 | 0 | 104 |
| and3 | 7 | 7 |
power by group:
| group | switching (mW) | internal, mW |
|---|---|---|
| logic | 0.146 | 0.149 |
| clock network | 0.0836 | 0.0661 |
| registers | 0.00741 | 0.241 |
| total | 0.237 | 0.456 |
worst min path at each step:
stage	slack [ns]	to
CTS	0.47	Addr[3]
global route	0.48	Addr[3]
finish	0.47	Addr[3]
sequential cells by signal, summed over array words and instances (netlist names):
name	cells
Addr	16
dst	16
src	16
final cells by class:
cell class	instances	area (um2)
inverter	22	82.6
tap	108	135
sequential	48	961
clock inverter	2	15.0
timing repair buffer	111	1090
multi-input combinational	479	3430
clock buffer	6	82.6
fill	745	3010
critical path, cell delays in order:
cell and delay, ns:
clkdlybuf4s50_1 0.53, inv_1 0.13, ha_1 0.18, or3b_4 0.39, or3_4 0.38, nor3_4 0.20
nand2_2 0.08, xor2_1 0.14, a211oi_1 0.25, a21o_1 0.11, clkdlybuf4s50_1 0.45
through the flow:
step / worst slack, ns / hold WS [ns]
after detailed placement: 2.25 / 0.446
after global routing: 2.08 / 0.480
final: 2.26 / 0.467
after global placement: 2.28 / 0.443
after CTS: 2.25 / 0.466
after floorplan: 3.45 / 0.432
kinds of logic after synthesis:
group / count (synthesis)
fa+ha+maj: 37
flops: 48
buf+inv: 59
compound gates: 199
simple gates: 155
xor+xnor: 25
mux: 63
Power and IR drop assume default switching activity.
